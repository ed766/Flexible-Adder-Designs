==> /design/flow/design.v <==
`timescale 1ns/1ps
module hybrid_brent_kung_cla #(parameter N = 16, parameter GROUP_SIZE = 4) (
	input logic [N-1:0] A, B,
	input  logic   	Cin,
	output logic[N-1:0] Sum,
	output logic    	Cout
);
	localparam GROUPS = N / GROUP_SIZE;
	logic [N-1:0] G, P;
	genvar i;
	generate
    	for (i = 0; i < N; i++) begin : bit_level_loop
        	assign G[i] = A[i] & B[i];
        	assign P[i] = A[i] ^ B[i];
    	end
	endgenerate
	logic [GROUPS-1:0] G_group, P_group;
	genvar g;
	generate
    	for (g = 0; g < GROUPS; g++) begin : group_block
        	logic [GROUP_SIZE-1:0] Gi, Pi;
        	assign Gi = G[(g+1)*GROUP_SIZE-1 : g*GROUP_SIZE];
        	assign Pi = P[(g+1)*GROUP_SIZE-1 : g*GROUP_SIZE];
        	logic [GROUP_SIZE-1:0] G_int, P_int;
        	assign G_int[0] = Gi[0];
        	assign P_int[0] = Pi[0];
        	genvar j;
        	for (j = 1; j < GROUP_SIZE; j++) begin : inner_group
            	assign G_int[j] = Gi[j] | (Pi[j] & G_int[j-1]);
            	assign P_int[j] = Pi[j] & P_int[j-1];
        	end
        	assign G_group[g] = G_int[GROUP_SIZE-1];
        	assign P_group[g] = P_int[GROUP_SIZE-1];
    	end
	endgenerate
	logic [GROUPS:0] C_grp;
	assign C_grp[0] = Cin;
	generate
    	for (g = 0; g < GROUPS; g++) begin : carry_group
        	assign C_grp[g+1] = G_group[g] | (P_group[g] & C_grp[g]);
    	end
	endgenerate
	generate
    	for (g = 0; g < GROUPS; g++) begin : sum_group
        	logic [GROUP_SIZE:0] local_c;
        	assign local_c[0] = C_grp[g];
        	genvar k;
        	for (k = 0; k < GROUP_SIZE; k++) begin : local_ripple
            	assign local_c[k+1] = G[g*GROUP_SIZE + k] | (P[g*GROUP_SIZE + k] & local_c[k]);
            	assign Sum[g*GROUP_SIZE + k] = P[g*GROUP_SIZE + k] ^ local_c[k];
        	end
    	end
	endgenerate
	assign Cout = C_grp[GROUPS];
endmodule
==> /design/flow/run.sh <==
#!/bin/bash
# OpenROAD 26Q1-2900-gdf79404cd8, Yosys 0.63+post, stock flow scripts
make -C /OpenROAD-flow-scripts/flow DESIGN_CONFIG=/design/flow/config.mk WORK_HOME=/design/flow/orfs finish
==> /design/flow/config.mk <==
export PLATFORM = sky130hd
export DESIGN_NAME = hybrid_brent_kung_cla
export DESIGN_NICKNAME = hybrid_brent_kung_cla
export VERILOG_FILES = /design/flow/design.v
export SDC_FILE = /design/flow/constraint.sdc
export NUM_CORES = 4
export LEC_CHECK = 1
export CORE_AREA = 10 10 70 70
export DIE_AREA = 0 0 80 80
==> /design/flow/constraint.sdc <==
current_design hybrid_brent_kung_cla

set clk_period 7.9
set clk_io_pct 0.2

create_clock -name clk0 -period $clk_period

set non_clock_inputs [all_inputs -no_clocks]
set_input_delay [expr $clk_period * $clk_io_pct] -clock clk0 $non_clock_inputs
set_output_delay [expr $clk_period * $clk_io_pct] -clock clk0 [all_outputs]
==> impl_metrics.env <==
# yosys + openroad results
export IMPL_drc=0
export IMPL_syn_cell_area_um2=659.4
export IMPL_rsz0062_at_grt="false"
export IMPL_hold_end="Sum[0]"
export IMPL_syn_to_final_growth_pct=84.63
export IMPL_ir_worst_vdd_mv=0.03051
export IMPL_dp_slack_ns=1.457
export IMPL_postCtsSetupRepairBufs=0
export IMPL_antenna_cells=0
export IMPL_via_count=645
export IMPL_min_from="Cin"
export IMPL_slew_violations=0
export IMPL_fin_crit_sh_pct=81.44
export IMPL_hold_class="in -> out"
export IMPL_first_pass_iters=2
export IMPL_vias_per_cell=4.031
export IMPL_total_leakage_power_nw=0.5302
export IMPL_antenna_found_initial=0
export IMPL_holdPathStages=5
export IMPL_setup_violations_final=0
export IMPL_initial_core_util_pct=19.30
export IMPL_core_area_mm2=0.003416
export IMPL_status="finished, final reports clean"
export IMPL_cap_violations=0
export IMPL_grt_total_usage_pct=5.834
export IMPL_maxSlewHeadroom_pct=75.68
export IMPL_num_clock_buffers=0
export IMPL_synth_cells=64
export IMPL_fin_setup_tns_ns=0
export IMPL_pin_count=50
export IMPL_grt_pass1_vias=744
export IMPL_drtIter0Drc=7
export IMPL_crit_type="in -> out"
export IMPL_final_hold_viol_count=0
export IMPL_p_per_area_mw_per_mm2=71.44
export IMPL_min_period_ns=6.433
export IMPL_top_area_cell="fa_1"
export IMPL_gp_congestion=0.7897
export IMPL_fmax_ghz=0.1554
export IMPL_synth_top_area_share_pct=36.43
export IMPL_fp_row_count=21
export IMPL_drt_wl_total_mm=1.909
export IMPL_postSynthSeqShare_pct=0
export IMPL_endpoint_kind="output port"
export IMPL_final_antenna_net_count=0
export IMPL_grt_pass1_wl_mm=3.139
export IMPL_ctsHoldBuffers=0
export IMPL_syn_avg_cell_area_um2=10.30
export IMPL_dp_hpwl_mm=1.867
export IMPL_warning_count=32
export IMPL_crit_start="A[5]"
export IMPL_worst_ep_arrival_time_ns=4.85
export IMPL_ys_area_um2=659.4
export IMPL_die_area_mm2=0.006400
export IMPL_crit_path_max_fanout=2
export IMPL_drive_above_1_share_pct=0.8772
export IMPL_ys_types=15
export IMPL_fin_ws_ns=1.467
export IMPL_worst_pin_slew_ns=0.3609
export IMPL_overflow=0
export IMPL_seq_cells=0
export IMPL_final_seq_area_um2=0
export IMPL_die_w_um=80
export IMPL_top_cells_by_area="fa_1 (36%), ha_1 (30%), xor2_1 (5.3%)"
export IMPL_grt_max_degree=5
export IMPL_wl_per_cell_um=11.93
export IMPL_post_cts_resized=0
export IMPL_port_buffers=50
export IMPL_ys_warn_count=0
export IMPL_die_y_um=80
export IMPL_ys_cells=64
export IMPL_crit_required_ns=6.32
export IMPL_critPathLaunchType="input port"
==> logic make-up after synthesis <==
logic type | synth area share, %
adder cells (fa/ha/maj) | 66.79
buffers and inverters | 4.554
AND-OR/OR-AND | 19.17
AND/OR/NAND/NOR | 4.175
XOR/XNOR | 5.313
==> worst max-delay path, stage by stage <==
cell and delay, ns:
clkdlybuf4s50_1 0.46, ha_1 0.33, a41oi_1 0.20, o21ai_0 0.13, a21o_1 0.20, a21o_1 0.18
fa_1 0.38, fa_1 0.40, fa_1 0.38, xor2_1 0.15, clkdlybuf4s50_1 0.48
==> Yosys cell counts <==
| cell type | count |
|---|---|
| a211oi_2 | 1 |
| ha_1 | 16 |
| xor2_1 | 4 |
| inv_1 | 8 |
| nand2_1 | 1 |
| a41oi_1 | 1 |
| o21ai_0 | 4 |
| a211oi_1 | 1 |
| a21boi_0 | 1 |
| a21o_1 | 4 |
| fa_1 | 12 |
| nand4_1 | 1 |
| and4_1 | 2 |
| o21ai_1 | 2 |
| a21oi_1 | 6 |
==> metal layers <==
layer  GRT usage (%)  part of all wire (%)  vias to the layer above  routed length [um]
li1                -                     -                      331                   -
met1           7.359                    42                      284                 799
met2           9.791                    44                       30                 847
met3           2.273                    14                        0                 262
met4               0                     0                        0                   0
met5               0                     0                        -                   0
==> how the worst max path moves through the flow <==
stage	cells after the start	end	slack, ns
CTS	11	Sum[15]	1.44
global route	11	Sum[15]	1.35
finish	11	Sum[15]	1.47
==> placed cells by master, fill, tap and decap left out, drive strengths merged <==
| cell | n |
|---|---|
| ha | 16 |
| nand2 | 1 |
| a41oi | 1 |
| inv | 8 |
| and4 | 2 |
| nand4 | 1 |
| a211oi | 2 |
| clkdlybuf4s50 | 50 |
| o21ai | 6 |
| fa | 12 |
| a21o | 4 |
| a21oi | 6 |
| xor2 | 4 |
| a21boi | 1 |
==> per-stage QoR <==
stage | total power [W] | hold WS (ns) | area, um^2 | std cells | util, %
floorplan | 0.00002357 | 3.267 | 659.4 | 64 | -
global placement | 0.00008972 | 4.229 | 1217 | 160 | 35.64
detailed placement | 0.00008961 | 4.251 | 1217 | 160 | 35.64
CTS | 0.00009049 | 4.257 | 1217 | 160 | 35.64
global route | 0.00009839 | 4.292 | 1217 | 160 | 35.64
finish | 0.00008697 | 4.244 | 1217 | 160 | 35.64
==> where the power goes <==
group | internal, W | switching [W] | total (W)
Clock | 0 | 0 | 0
Combinational | 0.0000597 | 0.0000273 | 0.0000870
Sequential | 0 | 0 | 0
Total | 0.0000597 | 0.0000273 | 0.0000870
==> layout make-up <==
class | count | area (um^2)
Inverter | 8 | 30.03
Timing Repair Buffer | 50 | 500.5
Multi-Input combinational cell | 56 | 629.4
Fill cell | 356 | 2198
Tap cell | 46 | 57.56
Power and IR drop assume default switching activity.
