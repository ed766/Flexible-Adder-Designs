<file path="design/flow/run.sh">
#!/bin/bash
# OpenROAD 26Q1-2900-gdf79404cd8, Yosys 0.63+post, stock flow scripts
make -C /OpenROAD-flow-scripts/flow DESIGN_CONFIG=/design/flow/config.mk WORK_HOME=/design/flow/orfs finish
</file>
<file path="design/flow/config.mk">
export PLATFORM = sky130hd
export DESIGN_NAME = brent_kung_adder_full
export DESIGN_NICKNAME = brent_kung_adder_full
export VERILOG_FILES = /design/flow/design.v
export SDC_FILE = /design/flow/constraint.sdc
export NUM_CORES = 4
export LEC_CHECK = 1
export CORE_AREA = 10 10 101 101
export DIE_AREA = 0 0 111 111
</file>
<file path="design/flow/constraint.sdc">
current_design brent_kung_adder_full

set clk_period 14.6
set clk_io_pct 0.2

create_clock -name clk0 -period $clk_period

set non_clock_inputs [all_inputs -no_clocks]
set_input_delay [expr $clk_period * $clk_io_pct] -clock clk0 $non_clock_inputs
set_output_delay [expr $clk_period * $clk_io_pct] -clock clk0 [all_outputs]
</file>
<file path="design/flow/design.v">
module brent_kung_adder_full #(
	parameter WIDTH = 32   
)(
	input  [WIDTH-1:0] A,
	input  [WIDTH-1:0] B,
	input          	Cin,
	output [WIDTH-1:0] Sum,
	output         	Cout
);
	wire [WIDTH-1:0] p, g;
	genvar i;
	generate
    	for (i = 0; i < WIDTH; i = i + 1) begin : pg_bits
        	assign p[i] = A[i] ^ B[i];
        	assign g[i] = A[i] & B[i];
    	end
	endgenerate
	localparam STAGES = $clog2(WIDTH);
	wire [WIDTH-1:0] GP [0:STAGES];
	wire [WIDTH-1:0] GG [0:STAGES];
	generate
    	for (i = 0; i < WIDTH; i = i + 1) begin : stage0
        	assign GP[0][i] = p[i];
        	assign GG[0][i] = g[i];
    	end
	endgenerate
	genvar s, j;
	generate
    	for (s = 0; s < STAGES; s = s + 1) begin : stages
        	for (j = 0; j < WIDTH; j = j + 1) begin : groups
            	if ((j >= (1 << s)) && ((j & ((1 << s) - 1)) == ((1 << s) - 1))) begin
                	assign GG[s+1][j] = GG[s][j] | (GP[s][j] & GG[s][j - (1 << s)]);
                	assign GP[s+1][j] = GP[s][j] & GP[s][j - (1 << s)];
            	end else begin
                	assign GG[s+1][j] = GG[s][j];
                	assign GP[s+1][j] = GP[s][j];
            	end
        	end
    	end
	endgenerate
	wire [WIDTH:0] carries;
	assign carries[0] = Cin;
	generate
    	for (i = 0; i < WIDTH; i = i + 1) begin : carry_gen
        	if (i == 0) begin
            	assign carries[i+1] = g[i] | (p[i] & Cin);
        	end else if (i == 1) begin
            	assign carries[i+1] = GG[0][i] | (GP[0][i] & carries[i]);
        	end else if (i == 2) begin
            	assign carries[i+1] = g[i] | (p[i] & (g[i-1] | (p[i-1] & (g[i-2] | (p[i-2] & Cin)))));
        	end else begin
            	localparam integer o = i+1 - (i+1 & i);
            	if (o == i+1) begin
                	assign carries[i+1] = GG[STAGES][i] | (GP[STAGES][i] & Cin);
            	end else begin
                	localparam integer s = $clog2(o);
                	assign carries[i+1] = GG[s][i] | (GP[s][i] & carries[i+1-o]);
            	end
        	end
    	end
	endgenerate
	generate
    	for (i = 0; i < WIDTH; i = i + 1) begin : sum_gen
        	assign Sum[i] = p[i] ^ carries[i];
    	end
	endgenerate
	assign Cout = carries[WIDTH];
endmodule
module bk_black_cell(
	input  g_i, p_i,
	input  g_j, p_j,
	output g_out, p_out
);
	assign g_out = g_j | (p_j & g_i);
	assign p_out = p_j & p_i;
endmodule
</file>
==> run notes <==
From the run reports.

- The number of flip-flops and latches reads 0.
- The final-layout worst hold slack is 6.919 ns.
- The total negative slack for setup checks reads 0 ns.
- The detail-routed via count per cell is approximately 4.0.
- The relative max-transition margin reads roughly 70%.
- The total area of sequential cells reads 0 um^2.
- Yosys reports that the most numerous cell types are 32 x sky130_fd_sc_hd__ha_1, 25 x sky130_fd_sc_hd__inv_1, 17 x sky130_fd_sc_hd__fa_1, 15 x sky130_fd_sc_hd__a21oi_1, 12 x sky130_fd_sc_hd__nand2_1.
- The fmax is 109.1 MHz.
- The post-synthesis to final-layout area growth is 78.33%.
- The number of global-route vias before repair reads 1561.
- For the completed layout, the total cell area is recorded as 0.002532 mm^2.
- At the pin with the least slew margin, the transition time is around 0.46 ns.
- Per STA, the worst path accumulates the most delay in the family AND-OR/OR-AND gates.
- The post-CTS setup buffer count is 0.
- The first detailed-routing pass took 4 iterations.
- The die covers 0.01232 mm^2.
- In the post-synthesis netlist, the biggest area contributors are sky130_fd_sc_hd__ha_1 28%, sky130_fd_sc_hd__fa_1 24%, sky130_fd_sc_hd__inv_1 6.6%.
- Yosys reports the multiplexer fraction of the synthesized area as 0%.
- The synthesized chip area reported by yosys reads 0.001420 mm^2.
- The tool warning count for the run is 32.
- The share of the core area taken by cells at floorplan is 17.46%.
- The post-synth design cell area is between 0.001 and 0.0015 mm^2.
- The number of violations reported at the end of detailed-routing iteration 0 reads 40.
- The height of the die reads approximately 110 um.
- Cells with a size suffix above 1 make up 3.042% of the layout.
- The critical-path maximum fanout is 5.
- After synthesis, the netlist uses 29 different library cells.
- The maximum ir drop on the vdd rail reads between 10 and 15 uV.
- Walking the worst path, the cells encountered are clkdlybuf4s50_1 -> ha_1 -> a21o_1 -> a221oi_2 -> a2bb2oi_1 -> a21boi_2 -> a2111oi_1 -> nor3_2 -> fa_1 -> xor2_1 -> clkdlybuf4s50_1.
- The path class of the lowest-slack min-delay path reads in2out.
- The max-cap check violation count reads 0.
- The clock tree buffer count of the final layout is 0.
- The static leakage power is ~1.1 nW.
- The flow reported a cell area power density of between 40 and 50 mW/mm^2.
- The cell repeated most along the worst path is sky130_fd_sc_hd__clkdlybuf4s50_1.
- The area share of xor/xnor cells in the synthesized design reads under 10%.
- Per the synthesis report, the dominant area consumer among library cells is sky130_fd_sc_hd__ha_1.
- The dominant cell by count in the synthesized netlist is sky130_fd_sc_hd__ha_1.
- After detailed routing, the total wire length is 4571 um.
- The number of inserted filler cells in the final layout reads between 800 and 900.
- The area of the core region reads 0.008134 mm^2.
- The post-synthesis area per instance is 8.607 um^2.
- Setup repair after global routing left no endpoint under its margin.
- The first global-routing pass estimated between 7000 and 8000 um of wire.
- The cell at the slowest stage of the critical path reads sky130_fd_sc_hd__clkdlybuf4s50_1.
- The initial antenna violation count came to 0.
- The cts-stage hold buffer count reads 0.
- The flow ran to the end, and the final reports show no timing, DRC or antenna violations.
- The pin count of the biggest net entering global routing reads 6.
- The total of buffers placed on input and output ports is between 90 and 100.
- The half-perimeter wire length of the detailed placement result reads between 4000 and 5000 um.
- The area fraction in and, or, nand and nor cells reads 13.04%.
- The post-synthesis share of cell area spent on full adders, half adders and majority gates is 52.16%.
- The via count is ~1500.
- Post-route period utilization is reported as 62.78%.
- The width of the die is 111 um.
- The required time at the endpoint of the critical path reads 11.68 ns.
- The post-detailed-route count of antenna-violating nets is 0.
- The kind of critical path reads in2out.
- Row generation in the floorplan step produced 33 rows.
- In the routed design, unresolved DRC markers number 0.
- The instance count of the mapped netlist reads 165.
- The register area share after synthesis reads 0%.
- The placer's final routability congestion estimate reads 0.8240.
- Max-slew check failures listed in the final report amount to 0.
- The data arrival time of the critical path is 6.25 ns.
- The count of endpoints failing hold in the final timing report reads 0.
- The placed instances occupy a cell area of approximately 0.0025 mm^2.
- The yosys stat cell total is 165.
- The nature of the critical path startpoint is a primary input.
- The shortest period the worst path allows reads 9.166 ns.
- The type of element capturing the critical path reads an output pin.
- The area fraction in compound gates after synthesis is about a fifth.
- After synthesis, the largest family of logic cells by area is adder cells.
- The overflow left after global routing is 0.
- The antenna diode count is 0.
- The total routing resource utilization after global routing is under 10%.
- Once the clock tree was built, the resizer swapped 0 gates to a different size.
- Summed over its instances, the top area cell type makes up 28.19% of the synthesized netlist area.
- The yosys warning tally is 1.
- The number of placed I/O pins reads 98.
- The number of buffer and inverter instances along the worst setup path is 2.
- The final tally of setup violations reads 0.
- On the worst path, the slowest cell contributes a delay of between 0.4 and 0.5 ns.
- The routed length per placed instance reads roughly 12 um.
worst min-delay path, stage by stage:
cell	delay [ns]
sky130_fd_sc_hd__clkdlybuf4s50_1	0.41
sky130_fd_sc_hd__inv_1	0.07
sky130_fd_sc_hd__fa_1	0.15
sky130_fd_sc_hd__inv_1	0.03
sky130_fd_sc_hd__clkdlybuf4s50_1	0.41
placed cells by master (no fill, tap or decap), drive strengths merged:
cell type,count
nor2,8
clkdlybuf4s50,98
a21boi,1
or4b,1
o21a,1
xnor2,6
o21ai,7
a22oi,1
and4,1
inv,25
a2bb2oi,1
a31oi,1
a2111oi,1
a21oi,15
ha,32
a221oi,2
nor3b,1
o21bai,2
nor3,4
a21o,8
nand4,3
fa,17
and3,3
and2,1
nand2,12
xor2,9
nand2b,2
layout make-up:
cell class	count	area (um^2)	area share (%)
multi-input cells	140	1326	52.37
inverters	25	93.84	3.706
well taps	105	131.4	5.188
repair buffers	98	980.9	38.74
path summary, 6_finish.rpt:
kind	cells past startpoint	from	end
min	5	Cin	Sum[0]
max	11	A[2]	Sum[23]
power breakdown:
group	internal, mW	switching [mW]	total [mW]
logic	0.0703	0.0361	0.106
registers	0	0	0
clock network	0	0	0
total	0.0703	0.0361	0.106
stage by stage:
stage,std cells,setup slack [ns],total power [mW],utilization (%)
after floorplan,165,6.627,0.03748,-
after global placement,368,5.394,0.1087,31.13
after detailed placement,368,5.410,0.1086,31.13
after CTS,368,5.359,0.1095,31.13
after global routing,368,5.191,0.1209,31.13
final,368,5.434,0.1064,31.13
layer usage:
| layer | GRT usage, % | routed length, um | up-vias |
|---|---|---|---|
| li1 | - | - | 767 |
| met1 | 9.055 | 1910 | 666 |
| met2 | 12.85 | 2348 | 40 |
| met3 | 1.916 | 312 | 0 |
| met4 | 0 | 0 | 0 |
| met5 | 0 | 0 | - |
logic make-up (layout without fill, tap and decap cells):
logic type      count (synthesis)  after routing
compound gates                 40             40
xor+xnor                       15             15
fa+ha+maj                      49             49
buf+inv                        25            123
simple gates                   36             36
Power is estimated from default activity; no workload was simulated.
