`run.sh`:
```
#!/bin/bash
# OpenROAD 26Q1-2900-gdf79404cd8, Yosys 0.63+post, stock flow scripts
make -C /OpenROAD-flow-scripts/flow DESIGN_CONFIG=/design/flow/config.mk WORK_HOME=/design/flow/orfs finish
```
`design.v`:
```
module ripple_carry_adder #(
	parameter WIDTH = 32
)(
	input  [WIDTH-1:0] A,
	input  [WIDTH-1:0] B,
	input          	Cin,
	output [WIDTH-1:0] Sum,
	output         	Cout
);
	wire [WIDTH:0] carry;
	assign carry[0] = Cin;
	genvar i;
	generate
    	for(i = 0; i < WIDTH; i = i + 1) begin : rc
        	assign Sum[i]   = A[i] ^ B[i] ^ carry[i];
        	assign carry[i+1] = (A[i] & B[i]) | (A[i] & carry[i]) | (B[i] & carry[i]);
    	end
	endgenerate
	assign Cout = carry[WIDTH];
endmodule
```
`constraint.sdc`:
```
current_design ripple_carry_adder

set clk_period 11.0
set clk_io_pct 0.2

create_clock -name clk0 -period $clk_period

set non_clock_inputs [all_inputs -no_clocks]
set_input_delay [expr $clk_period * $clk_io_pct] -clock clk0 $non_clock_inputs
set_output_delay [expr $clk_period * $clk_io_pct] -clock clk0 [all_outputs]
```
`config.mk`:
```
export PLATFORM = sky130hd
export DESIGN_NAME = ripple_carry_adder
export DESIGN_NICKNAME = ripple_carry_adder
export VERILOG_FILES = /design/flow/design.v
export SDC_FILE = /design/flow/constraint.sdc
export NUM_CORES = 4
export LEC_CHECK = 1
export CORE_AREA = 10 10 114 114
export DIE_AREA = 0 0 124 124
```
==> flow_metrics.py <==
# Generated from Yosys and OpenROAD reports
metrics = {
    "status": {
        "status": "finished, violations left",
        "violations": "negative setup slack",
    },
    "floorplanning": {
        "initial_core_util_pct": 6.51,
        "rows": 37,
        "die_w_microns": 124,
        "ios": 98,
        "die_area_sq_mm": 0.0154,
        "fp.dieH_microns": 124,
        "coreArea_sq_mm": 0.0104,
    },
    "global_route": {
        "grt_start_max_net_pins": 2,
        "grt_overflow": 0,
        "antenna_found_initial": 0,
        "use_met1_pct": 5.16,
        "grtUsageTotal_pct": 4.29,
        "first_global_vias": 933,
        "use_met2_pct": 6.52,
        "grtUsageMet3_pct": 3.12,
        "grt_pass1_wl_microns": 5100,
        "busiest_layer": "met2",
    },
    "final_layout": {
        "flops": 0,
        "clkbuf_count": 0,
        "logic_area_sq_um": 721,
        "drive_gt1_share_pct": 41.4,
        "fin_cells": 276,
        "area_delta_synth_final_pct": 174,
        "regArea_sq_um": 0,
        "fill_cells": 1147,
    },
    "placed_design": {
        "dp_cells": 276,
        "place_congestion": 0.867,
        "dp_hpwl_microns": 3540,
        "io_buffers": 98,
        "post-place-ws_ns": -5.72,
    },
    "drt": {
        "n_antenna_cell": 0,
        "wl_microns": 3560,
        "post_drt_via_cell_ratio": 2.68,
        "num_vias": 739,
        "dr.pass1.iters": 2,
        "avgRoutedWirePerCell_microns": 12.9,
        "drc_errors": 0,
        "drt_iter0_markers": 7,
        "postRouteAntennaNets": 0,
    },
    "yosys": {
        "synth_cells": 42,
        "ys_seq_share_pct": 0,
        "yosys_warnings": 0,
        "ys_chip_area_sq_um": 678,
        "postSynthAreaPerCell_sq_um": 16.1,
        "yosysUniqueCellTypes": 2,
        "synth_area_sq_um": 678,
        "ys_cells": 42,
    },
    "pwr": {
        "p_sw_uw": 29.0,
        "leakagePower_uw": 0.000654,
        "power.internal_uw": 65.3,
        "p_seq_share_pct": 0,
        "ir_drop_uv": 16.2,
        "p_per_area_mw_per_mm2": 50.8,
        "p_sw_share_pct": 30.8,
        "clockPowerShare_pct": 0,
        "pwr-share-comb_pct": 100.0,
    },
    "timing": {
        "post-route-min-period_ns": 15.83,
        "whs_ns": 5.16,
        "rsz0062_at_grt": "yes",
        "slew_violations": 0,
        "fin_ws_ns": -4.83,
        "hold_viol": 0,
        "worstMarginPinSlew_ns": 0.146,
        "fin_crit_sh_pct": 144,
        "setup_violations": 16,
        "max_slew_margin_pct": 90.2,
        "fmax_ghz": 0.0632,
    },
    "hold_path": {
        "hold_class": "input port to output port",
    },
    "worst_setup_path": {
        "path_max_fanout": 1,
        "crit_top_cell": "fa_2",
        "endpoint_kind": "output port",
        "crit_type": "input port to output port",
        "arrival_ns": 13.63,
        "crit_buf_inv": 6,
        "critPathSlowestCell": "fa_2",
        "critPathLaunchType": "input port",
        "cpPeakStageDelay_ns": 0.42,
        "cp_top_family": "adder cells",
        "required_ns": 8.80,
    },
    "clock_network": {
        "ctsHoldBuffers": 0,
    },
    "flow_run": {
        "maxCapViolations": 0,
        "warning_count": 35,
    },
}
## per-layer routing
layer	part of all wire [%]	wire length [microns]
met1	40	1440
met2	35	1260
met3	24	862
met4	0	0
met5	0	0
## repair_timing
item / 4_1_cts / 5_1_grt
setup buffers: 0 / 0
endpoints found under the hold margin: 0 / 0
pin swaps: 0 / 0
endpoints found under the setup margin: 18 / 16
resized: 76 / 3
## metrics by stage
| step | area, sq um | power, uW | setup TNS, ns | util [%] |
|---|---|---|---|---|
| floorplan | 773 | 13.2 | -33.99 | - |
| global placement | 1920 | 108 | -55.68 | 18.5 |
| detailed placement | 1920 | 108 | -55.83 | 18.5 |
| CTS | 1840 | 95.5 | -41.24 | 17.7 |
| global route | 1860 | 107 | -44.44 | 17.8 |
| finish | 1860 | 94.3 | -40.65 | 17.8 |
## synthesized netlist by cell type
cell    n  area [sq um]
fa_1   32           641
inv_1  10          37.5
## layout make-up
type               instances  area share (%)
well taps                136            9.16
repair buffers            98            49.1
inverters                 10            2.96
multi-input cells         32            38.8
## layout by cell type, fill, tap and decap left out
cell type	count
inv_12	1
buf_8	1
clkdlybuf4s50_1	76
fa_2	32
buf_6	3
buf_2	15
inv_6	1
inv_1	3
dlygate4sd2_1	3
inv_2	5
## logic make-up (layout without fill, tap and decap cells)
group	Yosys count	in the layout	share of synthesized area [%]
buffers and inverters	10	108	5.54
adder cells (fa/ha/maj)	32	32	94.5
## power by group through the flow
stage | Combinational, uW | Clock (uW) | Sequential (uW)
4_1_cts | 95.5 | 0 | 0
5_1_grt | 107 | 0 | 0
6_report | 94.3 | 0 | 0
## path summary, 6_finish.rpt
kind                  start  depth (start not counted)      end  slack, ns
worst max-delay path   A[0]                         38  Sum[31]      -4.83
worst min-delay path   B[0]                          5   Sum[0]       5.16
Power is estimated from default activity; no workload was simulated.
